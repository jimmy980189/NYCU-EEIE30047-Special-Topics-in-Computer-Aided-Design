==> flow/design.v <==
module divider_d(out,in,rst);
input in,rst;
output reg out ;
reg [15:0] cnt;
always@(posedge in or negedge rst) 
begin
  if (!rst)
    cnt<= 0;
  else if (cnt == 15)
    cnt <= 0;
  else
    cnt <= cnt+1;
end
always@(posedge in or negedge rst)
begin 
  if (!rst)
    out<= 0 ;
  else if (cnt<8)  
    out<= 0;
  else 
    out <= 1;
end
endmodule
==> flow/run.sh <==
#!/bin/bash
# OpenROAD 26Q1-2900-gdf79404cd8, Yosys 0.63+post, stock flow scripts
make -C /OpenROAD-flow-scripts/flow DESIGN_CONFIG=/design/flow/config.mk WORK_HOME=/design/flow/orfs finish
==> flow/config.mk <==
export PLATFORM = sky130hd
export DESIGN_NAME = divider_d
export DESIGN_NICKNAME = divider_d
export VERILOG_FILES = /design/flow/design.v
export SDC_FILE = /design/flow/constraint.sdc
export NUM_CORES = 4
export LEC_CHECK = 1
export CORE_AREA = 10 10 74 74
export DIE_AREA = 0 0 84 84
==> flow/constraint.sdc <==
current_design divider_d

set clk_period 3.8
set clk_io_pct 0.2

create_clock -name clk0 -period $clk_period [get_ports {in}]

set non_clock_inputs [all_inputs -no_clocks]
set_input_delay [expr $clk_period * $clk_io_pct] -clock clk0 $non_clock_inputs
set_output_delay [expr $clk_period * $clk_io_pct] -clock clk0 [all_outputs]
==> flow.log <==
[flow] final metrics
INFO  metric areaGrowthSynthToFinish = 13.7%
INFO  metric final_design_area_no_fill = 906 um^2
INFO  metric max_slew_margin = between 50% and 60%
INFO  metric grt_pass1_wl = 2.29 mm
INFO  metric number_of_cells_in_the_finished_layout_apart_from_fillers = around 120
INFO  metric chip_area_from_the_yosys_synthesis_statistics = approximately 800 um^2
INFO  metric detailed_place.area = between 800 and 900 um^2
INFO  metric endpoint_kind = output pin
INFO  metric synth-cells-yosys = between 60 and 70
INFO  metric post-route-min-period = approximately 1.8 ns
INFO  metric longest_individual_stage_delay_on_the_worst_path = approximately 0.46 ns
INFO  metric crit_type = reg -> out
INFO  metric tritoncts = yes
INFO  metric routed_wire_length_per_instance = a little over 10 um
INFO  metric finalCritPeriodShare = 47.2%
INFO  metric cts_made_buffers = 3
INFO  metric finalMaxSlewViolations = 0
INFO  metric overflow = 0
INFO  metric final_critical_path_setup_slack = 2.01 ns
INFO  metric gp_congestion = roughly 0.73
INFO  metric crit_family = buffers and inverters
INFO  metric leakage = between 0.3 and 0.4 nW
INFO  metric grt_setup_unrepaired = false
INFO  metric numPortBuffers = 2
INFO  metric drt_pass1_iterations = 4
INFO  metric fillCellCount = between 400 and 500
INFO  metric drc = 0
INFO  metric hold-worst-slack = 0.474 ns
INFO  metric synth_top_area_share = 53.4%
INFO  metric drv_cap = 0
INFO  metric cts_hold_repair.buffers = 0
INFO  metric critical_path.max_fanout = 1
INFO  metric ctsHtreeMaxLevel = 1
INFO  metric pin_slew_with_the_least_headroom_to_its_limit = between 0.7 and 0.8 ns
INFO  metric post_route_cells_drive_above_1_share = 14.3%
INFO  metric vias = just over 500
INFO  metric worst_clock_skew = about 0.0027 ns
INFO  metric post-synth-top-area-cell = sky130_fd_sc_hd__dfrtp_1
INFO  metric final_util = 22.8%
INFO  metric dpl.hpwl = between 800 and 900 um
INFO  metric number_of_ports_placed_on_the_die_boundary = 3
INFO  metric postCtsSetupRepairBufs = 0
INFO  metric gr-usage-all-layers = under 10%
INFO  metric cts_sinks = 17
INFO  metric worst-endpoint-arrival = around 1 ns
INFO  metric critical_path_required = between 3 and 4 ns
INFO  metric fmax = approximately 560 MHz
INFO  metric pwr_density = ~350 nW/um^2
INFO  metric postCtsResizedCells = 0
INFO  metric synth.yosys.warnings = 1
INFO  metric via_count_of_the_first_global_routing_pass = around 510
INFO  metric initial_utilization = 20.1%
INFO  metric num_rows = 23
INFO  metric list_of_cells_traversed_by_the_critical_path = clkdlybuf4s50_1
INFO  metric largest_cells_by_area_after_synthesis = sky130_fd_sc_hd__dfrtp_1 (53%), sky130_fd_sc_hd__xnor2_1 (9.9%), sky130_fd_sc_hd__nand4_1 (4.7%)
INFO  metric clockRootBuffer = sky130_fd_sc_hd__clkbuf_8
INFO  metric post-place-cells = 116
INFO  metric insertion_delay = about 0.25 ns
INFO  metric route.final.wire_length = ~1.2 mm
INFO  metric outcome = completed
INFO  metric core_area = a little under 4000 um^2
INFO  metric grt_max_degree = 18
INFO  metric avgViaCountPerCell = between 4 and 5
INFO  metric antenna_violating_nets_post_route = 0
INFO  metric finalSetupViolCount = 0
INFO  metric cts_max_path_buffers = 2
INFO  metric sum_neg_setup_slack = 0 ns
INFO  metric antenna-diode-count = 0
INFO  metric critPathBufInv = 1
INFO  metric synth.cell_area = between 700 and 800 um^2
INFO  metric detailedRoute.firstIterationViolations = 22
INFO  metric slowest_stage = sky130_fd_sc_hd__clkdlybuf4s50_1
INFO  metric synth_cell_type_count = 25
INFO  metric floorplan_die_width = 84 um
INFO  metric dp_worst_setup_slack = 2.07 ns
INFO  metric die_area = just over 7000 um^2
INFO  metric report.final.hold_viol_count = 0
INFO  metric hold_class = reg -> reg
INFO  metric p_total = 0.317 mW
INFO  metric vdd_drop_max = ~0.000098 V
INFO  metric die_h = ~84 um
INFO  metric synth_cells = a little under 70
INFO  metric warnings = 25
INFO  metric path_clk_slew = roughly 0.060 ns
INFO  metric post_synth_seq_share = between 50% and 60%
INFO  metric worst_setup_path_start_kind = flop
INFO  metric antenna_found_initial = 0
INFO  metric syn_avg_cell_area = approximately 12 um^2
INFO  metric synth_flops = 17
kinds of logic (layout without fill, tap and decap cells):
group | count (synthesis) | after routing | share of synthesized area, %
AND/OR/NAND/NOR | 29 | 29 | 24.5
flip-flops | 17 | 17 | 53.4
XOR/XNOR | 13 | 13 | 15.2
AND-OR/OR-AND | 4 | 4 | 2.83
buffers and inverters | 4 | 6 | 2.51
adder cells (fa/ha/maj) | 1 | 1 | 1.57
cell usage after synthesis (all sizes together):
cell type	number
xnor2	10
nor3	1
or2b	1
buf	2
a21oi	2
and2	1
o21ai	1
nand4	7
xor2	3
nand2	3
nor4	3
or4	1
nand3	4
and4	3
nand2b	2
a21boi	1
dfrtp	17
ha	1
clkbuf	2
and3	3
flip-flops by register name, summed over array words and instances (netlist names):
register	count
out	1
cnt	16
metal layers:
| layer | track usage (%) | vias up | routed length (um) |
|---|---|---|---|
| met2 | 5.37 | 7 | 537 |
| met3 | 1.77 | 3 | 68 |
| met1 | 4.96 | 248 | 619 |
| met4 | 0.761 | 0 | 21 |
| met5 | 0 | - | 0 |
| li1 | - | 247 | - |
where the power goes:
part	internal [mW]	switching [mW]
Sequential	0.181	0
Clock	0.0727	0.0587
Combinational	0.000901	0.00325
worst paths after layout:
check,startpoint,endpoint,slack [ns],cells past startpoint
min in group asynchronous,rst,cnt[13],0.94,1
hold / removal,cnt[15],cnt[15],0.47,1
setup / recovery,out,out,2.01,1
max in group asynchronous,rst,cnt[4],2.40,1
setup reg to reg,cnt[0],cnt[14],2.32,4
hold reg to reg,cnt[15],cnt[15],0.47,1
layout by cell type (no fill, tap or decap), types with 2 or more instances in the layout:
cell,n
sky130_fd_sc_hd__dfrtp_1,17
sky130_fd_sc_hd__nand4_1,6
sky130_fd_sc_hd__nand2b_1,2
sky130_fd_sc_hd__xnor2_1,9
sky130_fd_sc_hd__a21oi_1,2
sky130_fd_sc_hd__clkbuf_8,3
sky130_fd_sc_hd__nor4_1,3
sky130_fd_sc_hd__nand3_1,3
sky130_fd_sc_hd__nand2_1,3
sky130_fd_sc_hd__clkdlybuf4s50_1,2
sky130_fd_sc_hd__and4_1,2
sky130_fd_sc_hd__xor2_1,3
sky130_fd_sc_hd__and3_1,3
final cells by class:
cell class | instances | area [um^2] | area share (%)
timing repair buffer | 2 | 20.0 | 2.21
clock inverter | 1 | 5.00 | 0.552
multi-input combinational | 47 | 352 | 38.8
clock buffer | 3 | 41.3 | 4.56
sequential | 17 | 425 | 47.0
tap | 50 | 62.6 | 6.91
Power and IR drop assume default switching activity.
