[./design.v]
module ram16x8 (data_out, clk, w_mem, address, data_in);
input[3:0] address;
input[7:0] data_in;
input w_mem, clk;
output[7:0] data_out;
reg[7:0] ram_data[16:0];
reg[7:0] data_out;
always@(posedge clk)begin
	if (w_mem == 1'b0)
		data_out = ram_data[address];
	else if(w_mem == 1'b1)
		ram_data[address] = data_in;
	else
		data_out = 8'hz;
end
endmodule
module cpu(out, in, clk, reset);
parameter DATA_IN=0, REG_C_O=1, ALU_OUT=2, MEM_OUT=3;
input[7:0] in;
input clk, reset;
output[7:0] out;
reg[7:0] reg_a, reg_b, reg_c, instr, write_data, out;
wire[7:0] in, mem_out, alu_out;
wire clk, reset;
wire [3:0] addr;
wire [1:0] sel;
wire ready, w_out, w_reg_a, w_reg_b, w_reg_c, w_mem;
always@(alu_out or in or mem_out or reg_c or sel)begin
	if (sel == DATA_IN)
		write_data = in;
	else if (sel == ALU_OUT)
		write_data = alu_out;
    else if (sel == MEM_OUT)
        write_data = mem_out;
    else if (sel == REG_C_O)
        write_data = reg_c;
end   
always@(posedge clk)begin
	if(reset)begin
		instr = 0;
		reg_a = 0;
		reg_b = 0;
		reg_c = 0;
		out = 0;
	end
	else begin
	    instr = in;
		if(ready)begin
			if (w_reg_c)
				reg_c = write_data;
			else if (w_reg_a)
				reg_a = write_data;
			else if (w_reg_b)
				reg_b = write_data;
			else 
				out = write_data;
		end
	end
end
ram16x8 r1(
	.data_out	(mem_out[7:0]),
	.address	(addr[3:0]),
	.data_in	(write_data[7:0]),
	.w_mem		(w_mem),
	.clk		(clk));
ALU a1(
	.alu_out	(alu_out[7:0]),
	.reg_a		(reg_a[7:0]),
	.reg_b		(reg_b[7:0]),
	.sel_fun	(instr[6:4]));
Control c1(
	.addr		(addr[3:0]),
	.sel		(sel[1:0]),
	.ready		(ready),
	.w_out		(w_out),
	.w_reg_a	(w_reg_a),
	.w_reg_b	(w_reg_b),
	.w_reg_c	(w_reg_c),
	.w_mem		(w_mem),
	.opcode		(instr[7:0]),
	.clk		(clk),
	.reset		(reset));
endmodule
module Control(opcode, clk, reset, addr, sel, ready,
		w_out, w_reg_a, w_reg_b, w_reg_c, w_mem) ;
parameter DATA_IN=0, REG_C_O=1, ALU_OUT=2, MEM_OUT=3;
parameter ST_0=0, ST_1=1, ST_2=2, ST_3=3;
input[7:0] opcode;
input clk, reset;
output[3:0] addr;
output[1:0] sel;
output ready, w_out, w_reg_a, w_reg_b, w_reg_c, w_mem;
reg[3:0] addr;
reg[1:0] sel;
reg ready, w_mem, w_out, w_reg_a, w_reg_b, w_reg_c;
reg[1:0] current_state, next_state;
always@(posedge clk)begin
	if (!reset)
		current_state = next_state;
	else
		current_state = ST_1;
	end
always@(current_state or opcode)begin
	case(current_state)
	ST_0:begin
		ready = 1;
		addr = opcode[3:0];
		case (opcode[7:4])
		4'b0000:begin  
				w_out=0; w_reg_a=0; w_reg_b=0; w_reg_c=1; w_mem=0;
				sel=ALU_OUT; next_state=ST_0; 
				end
		4'b0001:begin  
				w_out=0; w_reg_a=0; w_reg_b=0; w_reg_c=1; w_mem=0; 
				sel=ALU_OUT; next_state=ST_0;
				end
		4'b0010:begin  
				w_out=0; w_reg_a=0; w_reg_b=0; w_reg_c=1; w_mem=0; 
				sel=ALU_OUT; next_state=ST_0;
				end
		4'b0011:begin  
				w_out=0; w_reg_a=0; w_reg_b=0; w_reg_c=1; w_mem=0; 
				sel=ALU_OUT; next_state=ST_0;
				end
		4'b0100:begin  
				w_out=0; w_reg_a=0; w_reg_b=0; w_reg_c=1; w_mem=0;
				sel=ALU_OUT; next_state=ST_0;
				end
		4'b0101:begin  
				w_out=0; w_reg_a=0; w_reg_b=0; w_reg_c=1; w_mem=0;
				sel=ALU_OUT; next_state=ST_0;
				end
		4'b0110:begin  
				w_out=0; w_reg_a=1; w_reg_b=0; w_reg_c=0; w_mem=0;
				sel=DATA_IN; next_state=ST_1;
				end
		4'b0111:begin  
				w_out=0; w_reg_a=0; w_reg_b=1; w_reg_c=0; w_mem=0; 
				sel=DATA_IN; next_state=ST_1;
				end
		4'b1000:begin  
				w_out=0; w_reg_a=0; w_reg_b=0; w_reg_c=0; w_mem=1; 
				sel=DATA_IN; next_state=ST_1;
				end
		4'b1001:begin  
				w_out=0; w_reg_a=0; w_reg_b=0; w_reg_c=0; w_mem=1; 
				sel=REG_C_O; next_state=ST_0;
				end
		4'b1010:begin  
				w_out=0; w_reg_a=0; w_reg_b=0; w_reg_c=0; w_mem=0; 
				sel=MEM_OUT; next_state=ST_2;  
				end
		4'b1011:begin  
				w_out=1; w_reg_a=0; w_reg_b=0; w_reg_c=0; w_mem=0;
				sel=REG_C_O; next_state=ST_0;
				end
		4'b1100:begin  
				w_out=1; w_reg_a=0; w_reg_b=0; w_reg_c=0; w_mem=0; 
				sel=MEM_OUT; next_state=ST_3; 
				end
		4'b1101:begin  
				w_out=0; w_reg_a=1; w_reg_b=0; w_reg_c=0; w_mem=0;
				sel=REG_C_O; next_state=ST_0; 
				end
		4'b1110:begin  
				w_out=0; w_reg_a=0; w_reg_b=1; w_reg_c=0; w_mem=0;
				sel=REG_C_O; next_state=ST_0;
				end
		default:begin
				w_out=0; w_reg_a=0; w_reg_b=0; w_reg_c=0; w_mem=1;
				sel=ALU_OUT; next_state=ST_0;
				end
		endcase
	end
	ST_1 : begin
			ready = 0; addr = 0;
			w_out = 0; w_reg_a = 0; w_reg_b = 0; w_reg_c = 0; w_mem = 0;
			sel = DATA_IN; next_state = ST_0;
			end
	ST_2 : begin
			ready = 0; addr = 0;
			w_out = 0; w_reg_a = 0; w_reg_b = 0; w_reg_c = 1; w_mem = 0;
			sel = MEM_OUT; next_state = ST_0;
			end
	ST_3 : begin
			ready = 0; addr = 0;
			w_out = 1; w_reg_a = 0; w_reg_b = 0; w_reg_c = 0; w_mem = 0;
			sel = MEM_OUT; next_state = ST_0;
			end       
	endcase 
end
endmodule
module ALU(alu_out, reg_a, reg_b, sel_fun) ;
input[7:0]  reg_a, reg_b;
input[2:0] 	sel_fun;
output[7:0] alu_out;
reg[7:0] 	alu_out;
always@(reg_a or reg_b or sel_fun)begin
	case (sel_fun) 
	3'b000 : alu_out = reg_a + reg_b;
	3'b001 : alu_out = reg_a - reg_b;
	3'b010 : alu_out = reg_a + 1;
	3'b011 : alu_out = reg_a - 1;
	3'b100 : alu_out = reg_a + reg_b + 1;
	3'b101 : alu_out = -reg_a;
	default: alu_out = 8'bx;
	endcase
end
endmodule
[./run.sh]
#!/bin/bash
# OpenROAD 26Q1-2900-gdf79404cd8, Yosys 0.63+post, stock flow scripts
make -C /OpenROAD-flow-scripts/flow DESIGN_CONFIG=/design/flow/config.mk WORK_HOME=/design/flow/orfs finish
[./config.mk]
export PLATFORM = sky130hd
export DESIGN_NAME = cpu
export DESIGN_NICKNAME = cpu
export VERILOG_FILES = /design/flow/design.v
export SDC_FILE = /design/flow/constraint.sdc
export NUM_CORES = 4
export LEC_CHECK = 1
export CORE_UTILIZATION = 50
[./constraint.sdc]
current_design cpu

set clk_period 4.2
set clk_io_pct 0.2

create_clock -name clk0 -period $clk_period [get_ports {clk}]

set non_clock_inputs [all_inputs -no_clocks]
set_input_delay [expr $clk_period * $clk_io_pct] -clock clk0 $non_clock_inputs
set_output_delay [expr $clk_period * $clk_io_pct] -clock clk0 [all_outputs]
==> results.rst <==
Implementation results
======================

.. list-table::
   :header-rows: 1

   * - Metric
     - Value
   * - Outcome
     - complete, no violations
   * - Most frequent CP cell
     - nand2_1
   * - Data arrival time of the worst path
     - roughly 4.3 ns
   * - Pins Over Slew Limit
     - 0
   * - Number of hold violations in the final report
     - 0
   * - Final min period
     - ~3.9 ns
   * - Core outline area
     - roughly 0.017 mm²
   * - Number of DRC violations after detailed routing
     - 0
   * - Synth unique cells
     - 69
   * - Number of setup buffers added after CTS
     - 0
   * - Register pins left without a clock
     - 8
   * - Vias/cell
     - ~6
   * - Via count
     - between 6,000 and 7,000
   * - Count of non-filler cells in the finished layout
     - between 1,000 and 1,500
   * - Class of the tightest hold or removal check
     - reg -> reg
   * - Floorplan utilization
     - 0.5135
   * - Clock transition at the registers of the reported paths
     - 0.07 ns
   * - Clock tree from TritonCTS
     - built
   * - Ratio of cells with drive above 1 in the final layout
     - 0.1143
   * - Number of enable-type register cells in the synthesized netlist
     - roughly 140
   * - Async set or reset register ratio after synthesis
     - 0
   * - Vertical die size
     - 135.3 µm
   * - Crit-path max cell delay
     - about 0.51 ns
   * - Total clock buffers created by CTS
     - 17
   * - Cts-stage hold buffer count
     - 0
   * - Data required time of the critical path
     - 4.55 ns
   * - Flop and latch count out of synthesis
     - roughly 190
   * - RSZ-0062 raised after global routing
     - false
   * - Maximum Capacitance Violations
     - 0
   * - Start-to-end type of the worst setup path
     - reg -> reg
   * - Synthesized cell area
     - 0.008881 mm²
   * - Count of boundary I/O pins
     - 18
   * - Dominant Register Cell
     - edfxtp_1
   * - Slew at the pin closest to its max-slew limit
     - just over 0.9 ns
   * - Vias in the first global route
     - roughly 6,100
   * - DIE WIDTH
     - 135.3 µm
   * - Antenna violations before repair
     - 1
   * - Leftover overflow at the end of global routing
     - 0
   * - Syn_area_per_cell
     - about 11 µm²
   * - OpenROAD warning count
     - 30
   * - Slowest stage cell, crit path
     - dfxtp_1
   * - Clock root cell
     - clkbuf_16
   * - Largest net degree at the start of global routing
     - ~45
   * - Worst-case headroom to the max-slew limit
     - 0.3840
   * - Antenna-violating nets left
     - 0
   * - Crit path capture type
     - register
   * - Post-route fraction of the period consumed by the critical path
     - 0.9289
   * - GPL Wtd Cong
     - 0.9340
   * - Total Routing Usage GR
     - 0.2775
   * - Timing-limited maximum frequency
     - roughly 0.26 GHz
   * - Count of port buffers added during placement
     - 17
   * - Post-synthesis cell count from yosys
     - between 700 and 800
   * - DP Wirelength
     - 15,060 µm
   * - Largest vdd supply drop
     - 0.3156 mV
   * - Syn. warnings
     - 5
   * - Leakage Power
     - ~0.0036 µW
   * - Hold slack final
     - about 0.43 ns
   * - Total Power
     - between 4000 and 5000 µW
   * - Count of endpoints without a timing constraint
     - 8
   * - H-tree level count
     - 4
   * - Top fanout value on the critical path
     - 11
   * - Kind of launch point of the worst setup path
     - register
   * - Placed cells
     - slightly above 1,000
   * - Instance tally after logic synthesis
     - roughly 800
   * - First-pass GRT wire length
     - roughly 35,000 µm
   * - Post-route clock skew
     - approximately 0.010 ns
   * - Detailed-route wire length per cell
     - around 21 µm
   * - Worst-skew pair later-pin latency
     - 0.43 ns
   * - Maximum number of buffers from clock root to sink
     - 2
   * - Final number of setup-violating endpoints
     - 0
   * - DRT iter0 DRCs
     - a little over 500
   * - Site Rows
     - roughly 48
   * - Cell Pwr Density
     - between 400 and 500 mW/mm²
   * - Synthesized chip area reported by yosys
     - just under 0.009 mm²
   * - TritonRoute pass-1 iters
     - 5
   * - Ordered cell list for the critical path
     - inv_1 > ha_1 > nor3b_4 > o32ai_1 > a21oi_1 > ha_1 > nand3_1 > nand2_1 > a41o_1 > o41ai_2 > xnor3_1 > nand2_1 > a211oi_2 > dlxtn_1 > buf_4 > nand2_1 > a21oi_1
   * - Post-detailed-routing wire length
     - ~22,000 µm
   * - ANT cells
     - 0
   * - Post-synthesis to final-layout area growth
     - 12.92%
   * - Total die area
     - roughly 0.018 mm²
## cell usage after synthesis (5+ instances only)
| cell | n | share of area |
|---|---|---|
| edfxtp_1 | 136 | 0.46 |
| nor2_1 | 91 | 0.038 |
| a21oi_1 | 75 | 0.042 |
| nand2_1 | 63 | 0.027 |
| dfxtp_1 | 49 | 0.11 |
| o21ai_0 | 42 | 0.024 |
| mux2i_1 | 33 | 0.037 |
| clkbuf_1 | 22 | 0.0093 |
| ha_1 | 22 | 0.031 |
| inv_1 | 22 | 0.0093 |
| nand2b_1 | 21 | 0.015 |
| nor2b_1 | 18 | 0.013 |
| nand3_1 | 15 | 0.0085 |
| buf_2 | 13 | 0.0073 |
| mux2_2 | 12 | 0.015 |
| o211ai_1 | 10 | 0.0085 |
| a222oi_1 | 9 | 0.010 |
| a211oi_1 | 8 | 0.0068 |
| dlxtn_1 | 8 | 0.014 |
| nor3_1 | 8 | 0.0045 |
| o22ai_1 | 7 | 0.0049 |
| a21o_1 | 6 | 0.0051 |
| mux4_2 | 5 | 0.013 |
| xor2_1 | 5 | 0.0049 |
## what timing repair did
action,in CTS,in global routing
resized,2,3
setup endpoints to repair,20,20
pin swaps,0,1
## state kept, by name, indices dropped and copies added (netlist names), named ones only
signal and flops:
reg_c 8, r1.data_out 8, write_data 8, instr 7
r1.ram_data 128, out 8, c1.current_state 2, reg_a 8
reg_b 8
## worst max-delay path: cells and delay by family, from the launching register on
kind | cells | cell delay (ns)
flops | 1 | 0.51
xor+xnor | 1 | 0.29
simple gates | 5 | 0.46
buf+inv | 2 | 0.33
fa+ha+maj | 2 | 0.60
latches | 1 | 0.41
compound gates | 6 | 1.23
## logic make-up after synthesis
family | after synthesis | share of synthesized area
muxes | 50 | 0.06509
latches | 8 | 0.01352
and+or+nand+nor | 248 | 0.1340
DFF | 185 | 0.5703
buffers and inverters | 65 | 0.03226
adders and majority gates | 24 | 0.03550
other | 1 | 0.0004222
AOI/OAI and AO/OA | 195 | 0.1375
xor gates and xnor gates | 10 | 0.01141
## cell type report
class,count,area [µm²]
multi-input combinational,535,3455
timing repair buffer,49,410.4
tap,225,281.5
clock inverter,11,130.1
inverter,22,82.58
clock buffer,21,481.7
fill,1406,7268
sequential,193,5187
## stage by stage
step,setup TNS (ns),area [µm²],utilization,setup WS (ns)
after floorplan,0,8907,-,0.6063
after global placement,-0.6662,9397,0.5433,-0.1391
after detailed placement,-1.150,9397,0.5433,-0.1773
after CTS,0,10010,0.5790,0.02847
after global routing,0,10030,0.5798,0.02347
final,0,10030,0.5798,0.2986
## layout by cell type (no fill, tap or decap), types with 4 or more instances in the layout
master and n:
conb_1 8, nor3_1 8, mux4_2 5, nand2b_1 21, clkdlybuf4s50_1 17, or3_1 4
o211ai_1 10, clkbuf_16 18, nand3_1 15, dfxtp_1 47, a211oi_1 7, o22ai_1 7
o21a_1 4, nor2_1 91, a21o_1 6, and2_1 4, a31oi_1 4, dlxtn_1 8
a222oi_1 9, ha_1 22, buf_4 32, edfxtp_1 136, inv_1 22, xor2_1 5
nand2_1 63, a21oi_1 75, mux2i_1 33, mux2_2 12, o21ai_0 42, xnor2_1 4
nor2b_1 17
## worst paths after layout
kind,from,end,slack (ns),cells past startpoint
min,register,c1.current_state[0],0.43,1
min reg2reg,register,c1.current_state[0],0.43,1
max,reg_b[1],reg_c[7],0.30,17
max reg2reg,reg_b[1],reg_c[7],0.30,17
## metal layers
metal  vias up  routed length (µm)  GRT usage
met4         2                 459    0.04806
met5         -                  13    0.01111
met1      2952                9124     0.4077
met3        30                1879     0.1016
met2       208               10500     0.4302
li1       2960                   -          -
## power by group
part / total (µW) / internal, µW / switching [µW] / leakage [µW]
clock network: 1630 / 953 / 674 / 0.000302
logic: 341 / 134 / 207 / 0.00163
registers: 2060 / 2010 / 47.7 / 0.00170
total: 4020 / 3100 / 928 / 0.00363
Power is estimated from default activity; no workload was simulated.
